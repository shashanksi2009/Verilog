### flow/design.v
module up_counter(
  output [3:0] out ,
  input clk ,
  input reset
);
  reg [3:0] out;
  always @( posedge(clk) )
    begin
      if(~reset)
        out <= 4'b0000 ;
      else
        out <= out+1 ;
    end
endmodule
### flow/run.sh
#!/bin/bash
# OpenROAD 26Q1-2900-gdf79404cd8, Yosys 0.63+post, stock flow scripts
make -C /OpenROAD-flow-scripts/flow DESIGN_CONFIG=/design/flow/config.mk WORK_HOME=/design/flow/orfs finish
### flow/config.mk
export PLATFORM = sky130hd
export DESIGN_NAME = up_counter
export DESIGN_NICKNAME = up_counter
export VERILOG_FILES = /design/flow/design.v
export SDC_FILE = /design/flow/constraint.sdc
export NUM_CORES = 4
export LEC_CHECK = 1
export CORE_AREA = 10 10 70 70
export DIE_AREA = 0 0 80 80
### flow/constraint.sdc
current_design up_counter

set clk_period 1.2
set clk_io_pct 0.2

create_clock -name clk0 -period $clk_period [get_ports {clk}]

set non_clock_inputs [all_inputs -no_clocks]
set_input_delay [expr $clk_period * $clk_io_pct] -clock clk0 $non_clock_inputs
set_output_delay [expr $clk_period * $clk_io_pct] -clock clk0 [all_outputs]
==> reports/metrics.yaml <==
status:
  status: "complete, no violations"
layout:
  reg_top3: "out: 4 flops"
  drive_above_1_share_pct: 36.4
  top_register: "out"
  register_area_um2: 85.1
  comb_area_um2: 65.1
  nFillCells: 415
  area_delta_synth_final_pct: 94.8
  fin_cells: 68
  largest_reg_flops: 4
die:
  die_h_um: 80
  ios: 6
  dieWidth_um: 80
  dieArea_mm2: 0.00640
  core_area_mm2: 0.00342
  row_count: 21
  initial_core_util_pct: 4.25
setup_path:
  r2r_setup_slack_ns: 0.29
  path_class: "reg -> out"
  start_kind: "flip-flop"
  cp-end-kind: "output port"
  worst_ep_arrival_time_ns: 0.82
  crit_slowest_cell: "dfxtp_2"
  slowest_delay_ns: 0.32
  path_buffers: 1
  path_cells: "dlygate4sd2_1"
  ff2ff_path_depth: 3
  r2r_end: "out[2]"
  crit_family: "flip-flops"
  crit_fanout: 4
  rr_startpoint: "out[0]"
  cp.required_ns: 0.96
flow_run:
  maxCapViolations: 0
  tool_warnings: 25
route:
  drc: 0
  dr_wl_met2_um: 91
  wl_um: 380
  postRouteAntennaNets: 0
  routedWlPerCell_um: 5.59
  antennaDiodeCount: 0
  wl_met1_um: 226
  drtPass1Iterations: 3
  num_vias: 117
  drt-vias-per-instance: 1.72
  drt_iter0_drc: 10
  wl_met3_um: 62
  topRoutingLayerUsed: "met3"
synthesis:
  synth_cells: 13
  edf_count: 0
  yosysCellCount: 13
  async_flop_share_pct: 0
  yosysWarnings: 1
  ys_types: 9
  ys_area_um2: 145
  largest_area_cell: "dfxtp_1"
  top_cell: "dfxtp_1"
  synthTopCellsByCount: "dfxtp_1, and2_1"
  top_cell_area_share_pct: 55.2
  synth_area_um2: 145
  ff_type: "dfxtp_1"
  synth_seq_share_pct: 55.2
  syn_avg_cell_area_um2: 11.2
  topCellsByArea: "dfxtp_1, and2_1, ha_1, mux2i_1, xor2_1"
  synth_flop_count: 4
clock_tree:
  cts-root-buf: "clkbuf_4"
  numCtsBuffers: 3
  cts_max_path_buffers: 2
  h-tree-depth: 1
  clk_latency_ns: 0.23
  cts_num_sinks: 4
  cts_tree: "built"
  clk_pin_slew_worst_paths_ns: 0.04
power_and_ir_drop:
  combinationalPowerShare_pct: 9.2
  p_switching_uw: 70.7
  ir_drop_mv: 0.382
  pwr-share-clk_pct: 47.4
  switching_share_pct: 20.4
  p_int_uw: 276
  power.leakage_nw: 0.127
  p_seq_share_pct: 43.5
  powerDensity_mw_per_mm2: 1230
grt:
  overflow: 0
  antenna_found_initial: 0
  grt_max_degree: 6
  grt_first_pass_wirelength_um: 579
  grt_pass1_vias: 119
  grt_util_all_layers_pct: 1.27
timing:
  tightest_slew_ns: 0.150
  tns_ns: 0
  fin_worst_skew_ns: 0.000157
  fmax_ghz: 0.940
  grt_setup_unrepaired: "false"
  final.min_clock_period_ns: 1.06
  hold_viol: 0
  finalCritPeriodShare_pct: 88.7
  slew_headroom_pct: 90.0
  setup_viol: 0
  report.final.slew_viol_count: 0
min_path:
  worstHoldEndpoint: "out[0]"
  hp-class: "reg -> reg"
  min_from: "out[0]"
  hold_depth: 1
placement:
  place_inst: 64
  place_congestion: 0.591
  place.port_buffers: 5
## stage by stage
| step | util (%) | total power, mW | instance area [um^2] | hold slack, ns | setup WS (ns) |
|---|---|---|---|---|---|
| 2_1_floorplan | - | 0.159 | 145 | 0.362 | 0.324 |
| 6_report | 8.28 | 0.347 | 283 | 0.426 | 0.136 |
| 3_5_place_dp | 7.40 | 0.186 | 253 | 0.453 | 0.0869 |
| 3_3_place_gp | 7.40 | 0.184 | 253 | 0.448 | 0.0989 |
| 4_1_cts | 8.28 | 0.358 | 283 | 0.426 | 0.132 |
| 5_1_grt | 8.28 | 0.381 | 283 | 0.441 | 0.104 |
## metal layers
| layer | up-vias | GRT usage [%] |
|---|---|---|
| met3 | 0 | 1.70 |
| met1 | 48 | 1.79 |
| met2 | 8 | 0.803 |
| met4 | 0 | 0.528 |
| met5 | - | 0 |
| li1 | 61 | - |
## area by class of cell
class	instances	area share, %
Sequential cell	4	30.1
Tap cell	46	20.4
Clock buffer	3	7.96
Multi-Input combinational cell	9	23.0
Timing Repair Buffer	6	18.6
## layout by cell type (no fill, tap or decap)
master and n:
dlygate4sd2_1 4, nand3_1 1, mux2i_1 1, clkbuf_4 3, buf_4 1, xor2_1 1
nor2b_1 1, nand2_1 1, ha_1 1, and2_1 2, nand2b_1 1, clkdlybuf4s50_1 1
dfxtp_2 4
## power groups by stage
stage	Sequential, mW	Clock (mW)	Combinational, mW
4_1_cts	0.151	0.175	0.0320
5_1_grt	0.152	0.194	0.0360
6_report	0.151	0.164	0.0318
## repair_timing
item | in CTS | in global routing
resized | 8 | 0
setup buffers | 1 | 0
hold buffers | 0 | 0
setup endpoints to repair | 4 | 0
## cells by family (layout without fill, tap and decap cells)
| group | after synthesis | in the layout | synth area share, % |
|---|---|---|---|
| multiplexers | 1 | 1 | 6.90 |
| XOR/XNOR | 1 | 1 | 6.04 |
| adder cells (fa/ha/maj) | 1 | 1 | 8.62 |
| AND/OR/NAND/NOR | 6 | 6 | 23.3 |
| flip-flops | 4 | 4 | 55.2 |
| buffers and inverters | 0 | 9 | 0 |
## worst max path at each step
stage	slack, ns	to	startpoint	depth (start not counted)
final	0.14	out[0]	out[0]	1
after global routing	0.10	out[0]	out[0]	1
after CTS	0.13	out[0]	out[0]	1
Power is estimated from default activity; no workload was simulated.
